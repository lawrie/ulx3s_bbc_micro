==> design/flow/design.v <==
module pwm_sddac
  (
   input            clk_i,
   input            reset,
   input [msbi_g:0] dac_i,
   output           dac_o
   );
   parameter msbi_g = 9;
   reg [msbi_g+2 : 0] sig_in = 0;
   reg                dac_o_int;
   always @(posedge clk_i)
     begin
        sig_in <= sig_in + { sig_in[msbi_g+2], sig_in[msbi_g+2] , dac_i};
        dac_o_int <= sig_in[msbi_g+2];
     end
  assign dac_o = dac_o_int;
endmodule
==> design/flow/run.sh <==
#!/bin/bash
# OpenROAD 26Q1-2900-gdf79404cd8, Yosys 0.63+post, stock flow scripts
make -C /OpenROAD-flow-scripts/flow DESIGN_CONFIG=/design/flow/config.mk WORK_HOME=/design/flow/orfs finish
==> design/flow/config.mk <==
export PLATFORM = sky130hd
export DESIGN_NAME = pwm_sddac
export DESIGN_NICKNAME = pwm_sddac
export VERILOG_FILES = /design/flow/design.v
export SDC_FILE = /design/flow/constraint.sdc
export NUM_CORES = 4
export LEC_CHECK = 1
export CORE_AREA = 10 10 75 75
export DIE_AREA = 0 0 85 85
==> design/flow/constraint.sdc <==
current_design pwm_sddac

set clk_period 5.8
set clk_io_pct 0.2

create_clock -name clk0 -period $clk_period [get_ports {clk_i}]

set non_clock_inputs [all_inputs -no_clocks]
set_input_delay [expr $clk_period * $clk_io_pct] -clock clk0 $non_clock_inputs
set_output_delay [expr $clk_period * $clk_io_pct] -clock clk0 [all_outputs]
==> out/qor.txt <==
status - finished clean
clock power share - 0.144
largest buffer count on any clock path - 2
Avg Vias per Cell - 4.36
largest net degree at the start of global routing - 9
Worst Setup Path Type - in2reg
RSZ-0062 raised after global routing - no
Die Height - 85 um
Area Overhead vs Synth - 28.7%
Post-Syn Instances - 80
post-route setup slack - 2.90 ns
clk slew on worst S/H paths - 0.06 ns
Synth Warn # - 1
CP max FO - 3
Setup Slack @ Placement - 2.64 ns
r2r setup slk - 3.95 ns
sequential share of power - 0.277
WP buf/inv - 1
final worst path period share - 0.500
leakage power - 0.405 nW
max-cap violations - 0
CP Depth - 7
root buffer cell - clkbuf_8
final worst path period need - 2.90 ns
core footprint - 4060 sq um
Post-synth seq share - 0.341
post_cts resized - 0
CP required - 5.99 ns
Post-Route WL - 1.46 mm
fin. max-slew vios - 0
site row count - 23
end of the critical path - sig_in[8]
cts bufs inserted - 3
Switch Pwr - 0.222 mW
HPWL Detailed - 1.19 mm
Synth async-reset ratio - 0
# setup viols final - 0
area of the multi-input gates - 488 sq um
via count - 632
Max Clock Freq - 0.345 GHz
wire per inst - 10.1 um
H-tree Lvls - 1
vias in the first global route - 586
initial antenna violation count - 0
# fillers - 420
Hold Buf Count CTS - 0
Comb pwr share - 0.579
PD cells - 575 nW/um^2
capturing point of the worst reg2reg path - sig_in[8]
r2r worst-path depth - 6
Switching Share - 0.393
syn_area_per_cell - 9.54 sq um
Final ANT Viol Nets - 0
Slowest-stage cell, CP - fa_1
postcts setup bufs - 0
Yosys Chip Area - 763 sq um
Post-Synthesis Cell Area - 763 sq um
Tot GR Track Use - 0.0382
crit start category - primary input
iteration tally of the first detailed-router pass - 4
cell depth of the worst min-delay path - 0
layout cell share with drive strength beyond 1 - 0.0526
Largest delay share family, worst path - AND-OR/OR-AND gates
ys cells - 80
R2R Path Start - sig_in[0]
Yosys cell types - 29
FF+latch count, synth - 13
routability congestion estimate from global placement - 0.844
crit end category - register
setup TNS - 0 ns
slew margin rel. - 0.782
IO Pins - 13
DRC viols - 0
clock sinks - 13
Top FF cell, synth - dfxtp_1
Late-Pin Clk Latency - 0.24 ns
Final Hold Fails - 0
chip width - 85 um
Cell Chain, Critical Path - clkdlybuf4s50_1 -> ha_1 -> fa_1 -> a21oi_1 -> o21ai_1 -> a2111o_1 -> nand3_1
Hold Path Class - reg2reg
Post-synth EDFFs - 0
ant diodes - 0
Slew @ Worst Pin - 0.325 ns
launch point of the worst path - dac_i[0]
register area - 260 sq um
FP Core Util - 0.188
internal power - 0.342 mW
DR iter-0 viols - 45
first-pass GRT wire length - 2.43 mm
Max VDD drop - 0.000290 V
clk_skew - 0.00352 ns
grt total ovfl - 0
WP data arrival - 3.09 ns
PortBufs - 11
Die Size - 7230 sq um
TritonCTS clock tree - built
count of tool warnings - 26
Slowest Stage Delay on Critical Path - 0.42 ns
## through the flow
step,total power [mW],instances,hold WS (ns),instance area (sq um),utilization
floorplan,0.419,80,0.334,763,-
global placement,0.473,141,0.340,936,0.231
detailed placement,0.483,141,0.345,936,0.231
CTS,0.569,145,0.357,982,0.242
global route,0.617,145,0.363,982,0.242
finish,0.564,145,0.355,982,0.242
## power groups by stage
stage,Combinational [mW],Sequential (mW),Clock [mW]
after CTS,0.328,0.157,0.0845
after global routing,0.367,0.161,0.0887
final,0.327,0.156,0.0812
## registers in the layout, summed over array words and instances (netlist names)
name       cells
sig_in        12
dac_o_int      1
## layout by cell type, fill, tap and decap left out, types with 2 or more instances in the layout
| cell type | Yosys | layout |
|---|---|---|
| ha_1 | 11 | 11 |
| inv_1 | 4 | 4 |
| o21bai_1 | 2 | 2 |
| nand3_1 | 6 | 6 |
| dfxtp_1 | 13 | 13 |
| clkbuf_8 | 0 | 3 |
| o211ai_1 | 2 | 2 |
| xnor2_1 | 6 | 6 |
| a21oi_1 | 6 | 6 |
| a21o_1 | 2 | 2 |
| nor2_1 | 3 | 3 |
| nand2_1 | 2 | 2 |
| clkdlybuf4s50_1 | 0 | 11 |
| a211oi_1 | 2 | 2 |
| nor3_1 | 2 | 2 |
| o21ai_1 | 2 | 2 |
| a31oi_1 | 2 | 2 |
| o21ai_0 | 2 | 2 |
## synthesized netlist by cell type (2+ instances only)
cell      count  area, sq um
inv_1         4         15.0
nor2_1        3         11.3
a211oi_1      2         15.0
o21ai_0       2         10.0
dfxtp_1      13          260
o21bai_1      2         15.0
a31oi_1       2         12.5
a21o_1        2         15.0
xnor2_1       6         52.6
nand2_1       2         7.51
o211ai_1      2         15.0
ha_1         11          138
nor3_1        2         10.0
a21oi_1       6         30.0
nand3_1       6         30.0
o21ai_1       2         10.0
## worst register-to-register path, cell delays in order (launching register included)
cell and delay [ns]:
dfxtp_1 0.30, ha_1 0.21, fa_1 0.42, a21oi_1 0.26, o21ai_1 0.12, a2111o_1 0.42
nand3_1 0.06
## metal layers
| layer | track usage | part of all wire |
|---|---|---|
| met4 | 0.00150 | 0.0034 |
| met1 | 0.0513 | 0.51 |
| met2 | 0.0572 | 0.41 |
| met3 | 0.0183 | 0.079 |
| met5 | 0 | 0 |
## kinds of logic (layout without fill, tap and decap cells)
group | count (synthesis) | after routing | share of synthesized area
simple gates | 18 | 18 | 0.121
flops | 13 | 13 | 0.341
compound gates | 26 | 26 | 0.231
xor+xnor | 7 | 7 | 0.0803
buf+inv | 4 | 19 | 0.0197
fa+ha+maj | 12 | 12 | 0.207
## worst min path at each step
stage                        to       start  slack (ns)
after CTS             dac_o_int  sig_in[11]        0.36
after global routing  dac_o_int  sig_in[11]        0.36
final                 dac_o_int  sig_in[11]        0.35
## area by class of cell
cell class,instances,share of cell area
clock buffer,3,0.0420
clock inverter,1,0.00510
inverter,4,0.0153
multi-input combinational,63,0.497
sequential,13,0.265
tap,50,0.0637
timing repair buffer,11,0.112
No activity file was given, so power comes from the tool's default toggle rates.
