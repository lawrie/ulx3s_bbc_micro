--- design/flow/run.sh ---
#!/bin/bash
# OpenROAD 26Q1-2900-gdf79404cd8, Yosys 0.63+post, stock flow scripts
make -C /OpenROAD-flow-scripts/flow DESIGN_CONFIG=/design/flow/config.mk WORK_HOME=/design/flow/orfs finish
--- design/flow/config.mk ---
export PLATFORM = sky130hd
export DESIGN_NAME = icosoc_flashmem
export DESIGN_NICKNAME = icosoc_flashmem
export VERILOG_FILES = /design/flow/design.v
export SDC_FILE = /design/flow/constraint.sdc
export NUM_CORES = 4
export LEC_CHECK = 1
export CORE_UTILIZATION = 40
--- design/flow/constraint.sdc ---
current_design icosoc_flashmem

set clk_period 8.4
set clk_io_pct 0.2

create_clock -name clk0 -period $clk_period [get_ports {clk}]

set non_clock_inputs [all_inputs -no_clocks]
set_input_delay [expr $clk_period * $clk_io_pct] -clock clk0 $non_clock_inputs
set_output_delay [expr $clk_period * $clk_io_pct] -clock clk0 [all_outputs]
--- design/flow/design.v ---
module icosoc_flashmem (
	input clk, reset,
	input valid,
	output reg ready,
	input [23:0] addr,
	output reg [7:0] rdata,
	output reg spi_cs,
	output reg spi_sclk,
	output reg spi_mosi,
	input spi_miso
);
	reg [7:0] buffer;
	reg [3:0] xfer_cnt;
	reg [2:0] state;
	reg       wake;
	reg [15:0] delay;
	always @(posedge clk) begin
		ready <= 0;
		if (reset || !valid || ready) begin
			spi_cs <= 1;
			spi_sclk <= 1;
			xfer_cnt <= 0;
			state <= 0;
			if (reset) wake <= 1;
		end else begin
			spi_cs <= 0;
			if (xfer_cnt) begin
				if (spi_sclk) begin
					spi_sclk <= 0;
					spi_mosi <= buffer[7];
				end else begin
					spi_sclk <= 1;
					buffer <= {buffer, spi_miso};
					xfer_cnt <= xfer_cnt - 1;
				end
			end else if (delay > 0) begin
				delay <= delay - 1;
				spi_cs <= 1;
			end else if (wake) begin
				 buffer <= 'hab;  
				 xfer_cnt <= 8;
				 delay <= 'hffff;
				 wake <= 0;
			end else
			case (state)
				0: begin
					buffer <= 'h03;
					xfer_cnt <= 8;
					state <= 1;
				end
				1: begin
					buffer <= addr[23:16];
					xfer_cnt <= 8;
					state <= 2;
				end
				2: begin
					buffer <= addr[15:8];
					xfer_cnt <= 8;
					state <= 3;
				end
				3: begin
					buffer <= addr[7:0];
					xfer_cnt <= 8;
					state <= 4;
				end
				4: begin
					xfer_cnt <= 8;
					state <= 5;
				end
				5: begin
					rdata[7:0] <= buffer;
					xfer_cnt <= 8;
					ready <= 1;
				end
			endcase
		end
	end
endmodule
==> results.txt <==
Results of the run.

Excluding fillers, the count of instances in the completed layout stands at 305. Including well taps, the total number of placed cells is 297. The classification of the worst-slack hold path is reg2reg. The pre-antenna-repair detailed-routing pass consisted of 5 iterations.

Summing the areas of all fa, ha and maj instances in the mapped netlist gives 1.14% of the synthesized area. The number of fill cells in the layout is between 400 and 500. In this run, the synthesized area fraction spent on and/or/nand/nor cells is recorded as between 15 and 20%. Summing over the stages, the warning tally comes to 26. Per the detail_route report, vias per standard cell equal 5.19. The number of top-level design ports is 40. The routed layout has roughly 1600 vias.

The slew of the pin with the lowest slew margin is 0.778 ns. The start-to-end type of the worst setup path is in2reg. The number of cells upsized or downsized after cts is 0. The number of warning messages in the yosys log is 1. By area the synthesized netlist is led by edfxtp_1 (46%), dfxtp_1 (12%), nand2_1 (4.4%). Listed in order, past its start point the critical path passes clkdlybuf4s50_1, inv_1, nor3_1, buf_4, clkinv_1, a21oi_1.

The antenna violation net count after detailed routing is 0. The number of enable flip-flop cells is 34. The post-route netlist has 7.66% of its cells at a drive strength greater than 1. The y dimension of the die is about 76 um. The number of antenna violations at the first check in global routing is 0.

Setup repair after global routing left no endpoint under its margin. The flow reports an fmax of 0.286 GHz. The cell taking the most area after synthesis is edfxtp_1. Combinational cells account for under 10% of the total power. The first global-routing pass estimated ~7400 um of wire. Hold repair after CTS inserted 0 buffers. The origin of the critical flop-to-flop path is delay[10]. The maximum count of clock buffers along a single path is 2. The category of the worst setup path capture point is a flop. The number of input and output port buffers inserted is 39. By area, the combinational part of the netlist is dominated by simple AND/OR/NAND/NOR gates.

The number of cells reported by Yosys stat comes to around 190. The routed design could run at a clock period as short as 3.49 ns. The report puts the cell count of the worst reg-to-reg path at 4.

The synthesized area divided by synthesized cell count is 11.4 um2. The area share of the largest cell type after synthesis is 46.3%. Among all stages on the critical path, the maximum delay recorded is 0.67 ns. At the worst endpoint, the required time is 8.33 ns.

The synthesized netlist devotes roughly 3.6% of its cell area to XOR and XNOR gates. According to the timing report, the critical path is captured at buffer[0]. The run reported a max-capacitance violation count of 0. The final worst-path cycle share is 41.6%. Per report_power, the sequential group accounts for 58.3% of the total. The root buffer selected by CTS is clkbuf_8.

Total power for the finished layout comes to 0.433 mW. Looking at the critical path, the highest net fanout was 11. The origin of the worst setup path is valid.

The multiplexer share of the synthesized area is 4.09%. At the worst endpoint, the arrival time is 3.42 ns. The headroom to the max-slew limit is 48.1%. In this run the power density over the cells is 157 mW/mm2. The maximum resistive drop on vdd is 0.000102 V. The clock tree from TritonCTS is yes. The flow ran to the end, and the final reports show no timing, DRC or antenna violations. The final antenna diode count is 0. Once detailed placement completed, the half-perimeter wirelength came to 3110 um. The standard cell with the maximum stage delay on the critical path is a21oi_1. The area of the synthesized netlist per yosys stat is 0.00220 mm2.

The post-route worst hold slack is 0.458 ns. The clock latency on the worst-skew pair is between 0.2 and 0.3 ns. The instance area after placement is 0.00266 mm2. The total setup violations reported at the end of the flow is 0. The site row count is 26. The synthesis stat section lists a flop and latch total of 47. The effective utilization at floorplan is 42.3%. The die boundary width is 76.2 um. After routing the design area is around 0.0028 mm2. The post-layout worst setup margin is 4.91 ns. The final max-slew violation count is 0.

The final hold violation count recorded for this run is 0. The power report puts the net switching power at 0.0814 mW. At the end of routability-driven placement, the weighted congestion stood at 0.802. After clock tree synthesis, the setup repair step added 0 buffers. The area enclosed by the die boundary is 0.00581 mm2.

The clock network power share is 36.3%. After synthesis the cells add up to 0.00220 mm2. In this run, distinct cell masters in the synthesized netlist total 43. The leakage power is 0.964 nW.

The report gives the cell count of the worst hold path as 0. The first routing iteration left about 130 violations. The number of global-route vias before repair is around 1600. In the synthesized netlist, the number of instances is 193.

Clock-pin slew was measured on the worst setup and hold paths at ~0.080 ns. The dominant cell by count in the synthesized netlist is edfxtp_1. For the final routed database, the setup TNS stands at 0 ns. Net switching is 18.8% of the power. Yosys reports that the most numerous cell types are edfxtp_1 (34), nand2_1 (26), nor2_1 (18), dfxtp_1 (13), a21oi_1 (10). The startpoint kind of the worst setup timing path is an input pin. The internal power of the cells totals 0.352 mW. Entering global routing, the biggest net connects 17 pins. Global routing finished with a remaining overflow of 0.

The total routing resource utilization after global routing is 16.8%. The region available for standard cell placement spans 0.00520 mm2. For this sky-water flow run, the detailed-routed wirelength per cell is reported as 14.1 um.

The wire length reported by the detailed router is 4310 um. The proportion of synthesized flip-flops having asynchronous set or reset is 0%. The CTS buffer count is 5. The final design utilization is 53.1%. Across the routed clock network, the largest skew measured is 0.00475 ns.

For this run, the leading register cell type out of synthesis is edfxtp_1. Per the synthesis report, the AND-OR/OR-AND share of the synthesized area is between 10 and 15%. The H-tree generated during clock tree synthesis spans 2 levels.

The reg-to-reg endpoint is delay[11]. The pre-CTS setup check shows a worst slack of approximately 4.6 ns. The clock sink count is 47. Per the run report, area growth between synthesis and finish was 25.4%.

The reg2reg setup slack is 5.33 ns. TritonRoute reported its final design rule violation total as 0. Of the synthesized area, sequential elements account for 58.1%.
[flip-flops by register name (all words and copies together) (netlist names)]
name,flops
spi_sclk,1
state,6
delay,16
wake,1
xfer_cnt,4
rdata,8
buffer,8
ready,1
spi_cs,1
spi_mosi,1
[worst max-delay path, delay by kind of cell]
family | cells | cell delay [ns]
buf+inv | 4 | 0.91
compound gates | 1 | 0.67
simple gates | 1 | 0.16
[power by group through the flow]
stage	combinational [mW]	sequential [mW]	clock [mW]
CTS	0.0236	0.253	0.163
global route	0.0260	0.253	0.170
finish	0.0235	0.253	0.157
[placed cells by master (no fill, tap or decap), types with 3 or more instances in the layout]
cell type and count:
inv_1 4, dfxtp_1 13, a22o_1 3, buf_4 3, nor2_1 18, o21ai_0 7, xor2_1 3, a21oi_1 10
a2111oi_0 3, a222oi_1 5, nor3_1 8, mux2i_1 9, nand2_1 26, xnor2_1 6, edfxtp_1 34, clkdlybuf4s50_1 39
nor4_1 5, clkbuf_8 5
[how the worst min path moves through the flow]
| stage | start | endpoint | slack [ns] |
|---|---|---|---|
| CTS | buffer[6] | rdata[6] | 0.46 |
| global route | buffer[6] | rdata[6] | 0.46 |
| finish | buffer[7] | spi_mosi | 0.46 |
[kinds of logic (layout without fill, tap and decap cells)]
logic type,count (synthesis),in the layout
AND/OR/NAND/NOR,77,77
buffers and inverters,13,55
flip-flops,47,47
XOR/XNOR,9,9
AND-OR/OR-AND,36,36
adder cells (fa/ha/maj),2,2
multiplexers,9,9
[final cells by class]
class | count | area, um2 | share of cell area, %
clock buffers | 5 | 68.8 | 2.49
clock inverters | 3 | 38.8 | 1.40
inverters | 5 | 18.8 | 0.679
multi-input cells | 133 | 855 | 30.9
flip-flops and latches | 47 | 1280 | 46.4
well taps | 70 | 87.6 | 3.17
repair buffers | 42 | 413 | 14.9
[layer usage]
layer / routed length [um] / track usage (%)
met1: 2040 / 27.0
met2: 1980 / 24.9
met3: 240 / 5.47
met4: 47 / 1.54
met5: 0 / 0
Power figures rest on the tool's default switching activity, not on a simulated workload.
